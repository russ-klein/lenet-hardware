File: design/flow/config.mk
export PLATFORM = sky130hd
export DESIGN_NAME = timer
export DESIGN_NICKNAME = timer
export VERILOG_FILES = /design/flow/design.v
export SDC_FILE = /design/flow/constraint.sdc
export NUM_CORES = 4
export LEC_CHECK = 1
export CORE_UTILIZATION = 40
File: design/flow/constraint.sdc
current_design timer

set clk_period 5.5
set clk_io_pct 0.2

create_clock -name clk0 -period $clk_period [get_ports {clock}]

set non_clock_inputs [all_inputs -no_clocks]
set_input_delay [expr $clk_period * $clk_io_pct] -clock clk0 $non_clock_inputs
set_output_delay [expr $clk_period * $clk_io_pct] -clock clk0 [all_outputs]
File: design/flow/design.v
module timer (                                                     
  input          clock,                                                
  input          resetn,                                               
  input  [15:0]  read_addr,                                            
  output [31:0]  read_data,                                            
  input          oe,                                                   
  input  [15:0]  write_addr,                                           
  input  [31:0]  write_data,                                           
  input  [3:0]   be,                                                   
  input          we                                                   
);                                                                     
 reg     [31:0]  register_bank[15:0];                                  
 reg     [31:0]  rd_reg;                                               
 reg             ready_out = 1'b1;                                     
 reg             resp_out = 2'b00;                                     
 wire    [15:0]  read_address;                                         
 wire    [15:0]  write_address;                                        
 wire            read_enable = oe;                                     
 wire            write_enable = we;                                    
 assign read_data = rd_reg;                                            
 assign read_address = read_addr[15:0];                                
 assign write_address = write_addr[15:0];                              
 always @(posedge clock or negedge resetn) begin                       
   if (resetn == 1'b0) begin                                           
     rd_reg <= 32'h00000000;                                           
   end else begin                                                      
     if (read_enable) begin                                            
       rd_reg <= register_bank[read_address];                          
     end                                                               
   end                                                                 
 end                                                                   
 always @(posedge clock or negedge resetn) begin                       
   if (resetn == 1'b0) begin                                           
       register_bank[0] <= 32'h00000000; 
   end else begin                                                      
       register_bank[0] = register_bank[0] + 32'h00000001;
   end                                                                 
 end                                                                   
 endmodule 
File: design/flow/run.sh
#!/bin/bash
# OpenROAD 26Q1-2900-gdf79404cd8, Yosys 0.63+post, stock flow scripts
make -C /OpenROAD-flow-scripts/flow DESIGN_CONFIG=/design/flow/config.mk WORK_HOME=/design/flow/orfs finish
==> job_summary.md <==
### Flow metrics

| Metric | Value |
|---|---|
| Mean post-synth cell area | `13.6 um^2` |
| Die H | `83.5 um` |
| First DRT Iteration DRCs | `46` |
| Worst-path fanout max | `2` |
| Max stage delay on crit path | `480 ps` |
| Pin count of the biggest net entering global routing | `34` |
| Dpl hpwl | `2.64 mm` |
| Yosys synthesis chip area | `0.00266 mm^2` |
| Post CTS Setup Buffer Count | `0` |
| Die area | `0.00697 mm^2` |
| Comb pwr share | `about 2.7%` |
| DRC viols | `0` |
| Die X | `83.5 um` |
| Warnings, synthesis | `482` |
| Seq share, synth | `roughly three fifths` |
| Num CTS Buffers | `9` |
| Yosys cell count | `195` |
| I/O pin total | `104` |
| Worst Tran Pin Value | `717 ps` |
| Slew Viols, Final | `0` |
| RSZ-0062 raised after global routing | `no` |
| WP data required | `~4400 ps` |
| Tool warnings | `around 94` |
| Vias in the first global route | `1565` |
| Final Hold Fails | `0` |
| GP Congestion | `0.723` |
| Core Area | `0.00639 mm^2` |
| Sw Pwr | `0.000182 W` |
| Worst hold path type | `reg -> reg` |
| Clk buf depth | `2` |
| # rows | `29` |
| Mapped Area | `0.00266 mm^2` |
| Worst path arrival time | `1150 ps` |
| Nature of the critical path endpoint | `output pin` |
| Fin crit share | `41.0%` |
| Leak | `approximately 1.5 nW` |
| Distinct cells, synth | `26` |
| Final wirelength | `4.24 mm` |
| Critical Path, Cell by Cell | `clkdlybuf4s50_1` |
| Crit Path Class | `reg -> out` |
| Cells after Synth | `195` |
| Synth-to-Final Area Change | `21.5%` |
| Number of diodes | `0` |
| Pint | `0.000653 W` |
| Setup TNS Final | `0 ps` |
| Max-cap violation count | `0` |
| CTS tree | `done` |
| First-pass GRT wire length | `7.60 mm` |
| Detail Route Antenna Nets | `0` |
| Register share of total power | `a little under three fifths` |
| Pwr Density | `259 mW/mm^2` |
| DR vias | `1558` |
| Seq cells post-synth | `64` |
| DR pass1 iterations | `4` |
| Worst VDD drop | `0.186 mV` |
| Slowest CP cell | `clkdlybuf4s50_1` |
| Share of cells above drive strength 1 | `24.7%` |
| Power Total | `0.000835 W` |
| Final Critical Period | `between 2000 and 2500 ps` |
| Number of H-tree levels | `3` |
| Clk latency late pin | `330 ps` |
| DR vias/cell | `4.93` |
| Antenna violations before repair | `0` |
| PortBufs | `34` |
| Worst setup SP type | `register` |
| CP bufs+invs | `1` |
| Status | `complete, no violations` |
| Clk slew on worst S/H paths | `70 ps` |
| Post-CTS Resized | `0` |
| Grt total ovfl | `0` |
| Clock skew | `just over 10 ps` |
| Family with the most delay on the worst path | `buffers and inverters` |
| Fp util | `41.6%` |
| Slew headroom | `a little over half` |
| Final setup viols | `0` |
| Max Freq | `444 MHz` |
| Clk sinks | `~64` |
| Hold_buf cts | `0` |
| Clock Root Buffer | `clkbuf_8` |
| GR Util All Layers | `around 14%` |
| Clock share of power | `between 40% and 50%` |
| Avg WL per Cell | `approximately 13 um` |
| Final Util | `about 51%` |
| Switching Share | `21.8%` |
## placed cells by master (no fill, tap or decap), drive strengths merged
cell type,n
and3,2
and4,4
buf,3
clkbuf,12
clkdlybuf4s50,33
clkinv,4
dfrtp,64
ha,1
inv,5
mux2,32
nand2,9
nand2b,1
nand3,12
nand4,3
nor2,6
nor3,4
nor3b,1
nor4,10
or2,1
or3,2
xnor2,10
xor2,20
## metrics by stage
stage / hold WS (ps) / setup slack [ps] / cells / instance area [um^2]
floorplan: 436 / 3400 / 195 / 2660
global placement: 455 / 3040 / 300 / 3060
detailed placement: 466 / 3010 / 300 / 3060
CTS: 474 / 3220 / 316 / 3230
global route: 489 / 3190 / 316 / 3230
finish: 471 / 3250 / 316 / 3230
## worst register-to-register path: cells and delay by family, from the launching register on
family	cells	cell delay, ps
flops	1	460
simple gates	3	950
fa+ha+maj	1	280
xor+xnor	1	170
## per-layer routing
| metal | up-vias | share of wire, % | routed length [um] | global-route usage, % |
|---|---|---|---|---|
| li1 | 758 | - | - | - |
| met1 | 755 | 51 | 2170 | 23.2 |
| met2 | 39 | 42 | 1790 | 19.8 |
| met3 | 6 | 5.3 | 224 | 4.12 |
| met4 | 0 | 1.2 | 52 | 1.54 |
| met5 | - | 0 | 0 | 0 |
## kinds of logic after synthesis
kind of cell	count (synthesis)	synth area share, %
XOR/XNOR	30	9.90
adder cells (fa/ha/maj)	1	0.471
buffers and inverters	13	2.21
flip-flops	64	60.3
multiplexers	32	13.6
AND/OR/NAND/NOR	55	13.5
## cells in the mapped netlist, drive strengths merged
cell | instances | share of area (%)
nand3 | 12 | 2.6
nand4 | 3 | 0.71
xnor2 | 10 | 3.3
buf | 7 | 1.4
or2 | 1 | 0.24
mux2 | 32 | 14
nor4 | 10 | 4.1
dfrtp | 64 | 60
nor3 | 4 | 0.75
clkbuf | 1 | 0.14
and3 | 2 | 0.47
nor2 | 6 | 0.85
xor2 | 20 | 6.6
inv | 5 | 0.71
nand2 | 9 | 1.3
and4 | 4 | 1.3
nand2b | 1 | 0.24
ha | 1 | 0.47
nor3b | 1 | 0.28
or3 | 2 | 0.66
## final timing paths
| check | slack, ps | endpoint | depth (start not counted) | from |
|---|---|---|---|---|
| max | 3250 | read_data[7] | 1 | rd_reg[7]$_DFFE_PN0P_ |
| min | 470 | register_bank[0][31]$_DFF_PN0_ | 1 | register_bank[0][31]$_DFF_PN0_ |
| max reg2reg | 3560 | register_bank[0][28]$_DFF_PN0_ | 5 | register_bank[0][0]$_DFF_PN0_ |
| min reg2reg | 470 | register_bank[0][31]$_DFF_PN0_ | 1 | register_bank[0][31]$_DFF_PN0_ |
| max in group asynchronous | 3790 | register_bank[0][31]$_DFF_PN0_ | 2 | resetn |
| min in group asynchronous | 830 | rd_reg[22]$_DFFE_PN0P_ | 1 | resetn |
## power by group through the flow
stage | combinational (W) | sequential [W] | clock, W
4_1_cts | 0.0000239 | 0.000472 | 0.000357
5_1_grt | 0.0000259 | 0.000472 | 0.000378
6_report | 0.0000226 | 0.000472 | 0.000340
## layout make-up
| type | instances | area [um^2] |
|---|---|---|
| clock buffers | 12 | 145 |
| clock inverters | 4 | 20.0 |
| fillers | 537 | 3160 |
| inverters | 5 | 18.8 |
| multi-input cells | 118 | 995 |
| flip-flops and latches | 64 | 1600 |
| well taps | 77 | 96.3 |
| repair buffers | 36 | 350 |
Power is estimated from default activity; no workload was simulated.
