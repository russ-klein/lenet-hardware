$ cat flow/run.sh
#!/bin/bash
# OpenROAD 26Q1-2900-gdf79404cd8, Yosys 0.63+post, stock flow scripts
make -C /OpenROAD-flow-scripts/flow DESIGN_CONFIG=/design/flow/config.mk WORK_HOME=/design/flow/orfs finish
$ cat flow/config.mk
export PLATFORM = sky130hd
export DESIGN_NAME = uart_pl01x
export DESIGN_NICKNAME = uart_pl01x
export VERILOG_FILES = /design/flow/design.v
export SDC_FILE = /design/flow/constraint.sdc
export NUM_CORES = 4
export LEC_CHECK = 1
export CORE_UTILIZATION = 30
$ cat flow/constraint.sdc
current_design uart_pl01x

set clk_period 5.0
set clk_io_pct 0.2

create_clock -name clk0 -period $clk_period [get_ports {CLOCK}]

set non_clock_inputs [all_inputs -no_clocks]
set_input_delay [expr $clk_period * $clk_io_pct] -clock clk0 $non_clock_inputs
set_output_delay [expr $clk_period * $clk_io_pct] -clock clk0 [all_outputs]
$ cat flow/design.v
`timescale 1ns/1ns
module bus_fifo
    (
        CLK,
        RESET_N,
        DATA_STROBE,
        DATA_IN,
        DATA_READY,
        DATA_OUT,
        DATA_ACK,
        FULL
    );
    parameter width = 8;
    parameter depth = 8;
    input                 CLK;
    input                 RESET_N;
    input                 DATA_STROBE;
    input  [width-1:0]    DATA_IN;
    output                DATA_READY;
    output [width-1:0]    DATA_OUT;
    input                 DATA_ACK;
    output                FULL;
    reg    [width-1:0]    fifo_mem[(1<<depth)-1:0];
    reg    [$clog2(depth)-1:0]  input_pointer;
    reg    [$clog2(depth)-1:0]  output_pointer;
    wire                  empty;
    wire   [$clog2(depth):0]    input_pointer_plus_one;
    assign empty = (input_pointer == output_pointer) ? 1'b1 : 1'b0;
    assign FULL  = (input_pointer_plus_one == output_pointer) ? 1'b1 : 1'b0;
    assign DATA_READY = !empty;
    assign input_pointer_plus_one = input_pointer + {{$clog2(depth)-1 {1'b0}}, 1'b1};
    assign DATA_OUT = (empty) ? {width {1'b0}} : fifo_mem[output_pointer];
    always @(posedge CLK) begin
        if (!RESET_N) begin 
            input_pointer <= {$clog2(depth) {1'b0}};
            output_pointer <= {$clog2(depth) {1'b0}};
        end else begin
            if (DATA_STROBE & !FULL) begin
                fifo_mem[input_pointer] <= DATA_IN;
                input_pointer <= input_pointer + {{$clog2(depth)-1 {1'b0}}, 1'b1};
            end
            if (DATA_ACK & !empty) begin
                output_pointer <= output_pointer + {{$clog2(depth)-1 {1'b0}}, 1'b1};
            end
        end
    end
endmodule
`timescale 1ns/1ns
module uart_pl01x (
      input          CLOCK,
      input          RESETn,
      input  [11:2]  READ_ADDRESS,
      output [31:0]  READ_DATA,
      input          OE,
      input  [11:2]  WRITE_ADDRESS,
      input  [31:0]  WRITE_DATA,
      input          WE,
      input  [3:0]   BE,
      input          CTS,
      input          DSR,
      input          DCD,
      input          RI,
      output         RTS,
      output         DTR,
      output         OUT,
      input          RXD,
      output         TXD,
      input[7:0]     char_in_from_tbx,
      input          input_strobe,
      output[7:0]    char_out_to_tbx,
      output         output_strobe
    );
    parameter        wait_states = 3; 
    reg [7:0]        outgoing_byte;
    reg              out_strobe;
    wire [11:0]      addr;
    reg  [15:0]      reg_bank [1023:0];
    wire [7:0]       uartDIN;
    wire             uartOE;
    wire             uartBE;
    wire             uartPE;
    wire             uartFE;
    wire             uartRI;
    wire             uartTXFE;
    wire             uartRXFF;
    wire             uartTXFF;
    wire             uartRXFE;
    wire             uartBUSY;
    wire             uartDCD;
    wire             uartDSR;
    wire             uartCTS;
    wire             uartSPS;
    wire [1:0]       uartWLEN;
    wire             uartFEN;
    wire             uartSTP2;
    wire             uartEPS;
    wire             uartPEN;
    wire             uartBRK;
    wire             uartCTSEn;
    wire             uartRTSEn;
    wire             uartOut2;
    wire             uartOut1;
    wire             uartRTS;
    wire             uartDTR;
    wire             uartRXE;
    wire             uartTXE;
    wire             uartLBE;
    wire             uartSIRLP;
    wire             uartSIREN;
    wire             uartUARTEN;
    wire [2:0]       uartRXIFLSEL;
    wire [2:0]       uartTXIFLSEL;
    wire             uartOEIM;
    wire             uartBEIM;
    wire             uartPEIM;
    wire             uartFEIM;
    wire             uartRTIM;
    wire             uartTXIM;
    wire             uartRXIM;
    wire             uartDSRMIM;
    wire             uartDCDMIM;
    wire             uartCTSMEM;
    wire             uartRIMIM;
    wire             uartOERIS;
    wire             uartBERIS;
    wire             uartPERIS;
    wire             uartFERIS;
    wire             uartRTRIS;
    wire             uartTXRIS;
    wire             uartRXRIS;
    wire             uartDSRRMIS;
    wire             uartDCDRMIS;
    wire             uartCTSRMIS;
    wire             uartRIRMIS;
    wire             uartOEMIS;
    wire             uartBEMIS;
    wire             uartPEMIS;
    wire             uartFEMIS;
    wire             uartRTMIS;
    wire             uartTXMIS;
    wire             uartRXMIS;
    wire             uartDSRMMIS;
    wire             uartDCDMMIS;
    wire             uartCTSMMIS;
    wire             uartRIMMIS;
    wire             uartDMAONERR;
    wire             uartTXDMAE;
    wire             uartRXDMAE;
    reg [31:0]       data_out;
    reg              write_data = 1'b0;
    reg              write_ctrl = 1'b0;
    reg              sel_en = 1'b0;
    reg              pending_write = 1'b0;
    reg [9:0]        waddr;
    wire [7:0]       fifo_output;
    wire [7:0]       buffered_keyboard_input;
    wire             keyboard_data_ready;
    reg              keyclick_ack;
    reg              key_read;
    bus_fifo char_in_buffer (
        .CLK          (CLOCK),
        .RESET_N      (RESETn),
        .DATA_STROBE  (input_strobe),
        .DATA_IN      (char_in_from_tbx),
        .FULL         (open),
        .DATA_READY   (keyboard_data_ready),
        .DATA_OUT     (fifo_output),
        .DATA_ACK     (keyclick_ack)
    );
    assign buffered_keyboard_input = (keyboard_data_ready) ? fifo_output : 8'h00;
    assign char_out_to_tbx = outgoing_byte;
    assign output_strobe   = out_strobe;
    assign   uartDIN       = reg_bank[10'h000][7:0];
    assign   uartOE        = reg_bank[10'h000][11];
    assign   uartBE        = reg_bank[10'h000][10];
    assign   uartPE        = reg_bank[10'h000][9];
    assign   uartFE        = reg_bank[10'h000][8];
    assign   uartRI        = reg_bank[10'h006][8];
    assign   uartTXFE      = reg_bank[10'h006][7];
    assign   uartRXFF      = reg_bank[10'h006][6];
    assign   uartTXFF      = reg_bank[10'h006][5];
    assign   uartRXFE      = reg_bank[10'h006][4];
    assign   uartBUSY      = reg_bank[10'h006][3];
    assign   uartDCD       = reg_bank[10'h006][2];
    assign   uartDSR       = reg_bank[10'h006][1];
    assign   uartCTS       = reg_bank[10'h006][0];
    assign   uartSPS       = reg_bank[10'h00B][7];
    assign   uartWLEN      = reg_bank[10'h00B][6:5];
    assign   uartFEN       = reg_bank[10'h00B][4];
    assign   uartSTP2      = reg_bank[10'h00B][3];
    assign   uartEPS       = reg_bank[10'h00B][2];
    assign   uartPEN       = reg_bank[10'h00B][1];
    assign   uartBRK       = reg_bank[10'h00B][0];
    assign   uartCTSEn     = reg_bank[10'h00C][15];
    assign   uartRTSEn     = reg_bank[10'h00C][14];
    assign   uartOut2      = reg_bank[10'h00C][13];
    assign   uartOut1      = reg_bank[10'h00C][12];
    assign   uartRTS       = reg_bank[10'h00C][11];
    assign   uartDTR       = reg_bank[10'h00C][10];
    assign   uartRXE       = reg_bank[10'h00C][9];
    assign   uartTXE       = reg_bank[10'h00C][8];
    assign   uartLBE       = reg_bank[10'h00C][7];
    assign   uartSIRLP     = reg_bank[10'h00C][2];
    assign   uartSIREN     = reg_bank[10'h00C][1];
    assign   uartUARTEN    = reg_bank[10'h00C][0];
    assign   uartRXIFLSEL  = reg_bank[10'h00D][5:3];
    assign   uartTXIFLSEL  = reg_bank[10'h00D][2:0];
    assign   uartOEIM      = reg_bank[10'h00E][10];
    assign   uartBEIM      = reg_bank[10'h00E][9];
    assign   uartPEIM      = reg_bank[10'h00E][8];
    assign   uartFEIM      = reg_bank[10'h00E][7];
    assign   uartRTIM      = reg_bank[10'h00E][6];
    assign   uartTXIM      = reg_bank[10'h00E][5];
    assign   uartRXIM      = reg_bank[10'h00E][4];
    assign   uartDSRMIM    = reg_bank[10'h00E][3];
    assign   uartDCDMIM    = reg_bank[10'h00E][2];
    assign   uartCTSMEM    = reg_bank[10'h00E][1];
    assign   uartRIMIM     = reg_bank[10'h00E][0];
    assign   uartOERIS     = reg_bank[10'h00F][10];
    assign   uartBERIS     = reg_bank[10'h00F][9];
    assign   uartPERIS     = reg_bank[10'h00F][8];
    assign   uartFERIS     = reg_bank[10'h00F][7];
    assign   uartRTRIS     = reg_bank[10'h00F][6];
    assign   uartTXRIS     = reg_bank[10'h00F][5];
    assign   uartRXRIS     = reg_bank[10'h00F][4];
    assign   uartDSRRMIS   = reg_bank[10'h00F][3];
    assign   uartDCRDMIS   = reg_bank[10'h00F][2];
    assign   uartCTSRMIS   = reg_bank[10'h00F][1];
    assign   uartRIRMIS    = reg_bank[10'h00F][0];
    assign   uartOEMIS     = reg_bank[10'h010][10];
    assign   uartBEMIS     = reg_bank[10'h010][9];
    assign   uartPEMIS     = reg_bank[10'h010][8];
    assign   uartFEMIS     = reg_bank[10'h010][7];
    assign   uartRTMIS     = reg_bank[10'h010][6];
    assign   uartTXMIS     = reg_bank[10'h010][5];
    assign   uartRXMIS     = reg_bank[10'h010][4];
    assign   uartDSMRMIS   = reg_bank[10'h010][3];
    assign   uartDCMDMIS   = reg_bank[10'h010][2];
    assign   uartCTSMMIS   = reg_bank[10'h010][1];
    assign   uartRIMMIS    = reg_bank[10'h010][0];
    assign   uartDMAONERR  = reg_bank[10'h012][2];
    assign   uartTXDMAE    = reg_bank[10'h012][1];
    assign   uartRXDMAE    = reg_bank[10'h012][0];
    assign   uartMIS       = reg_bank[10'h00F] & reg_bank[10'h00E];
    assign   addr          = READ_ADDRESS;
    assign   waddr         = WRITE_ADDRESS;
    assign READ_DATA = data_out;
    assign data_out = (addr == 10'h000) ? buffered_keyboard_input : reg_bank[addr];
    always @(posedge CLOCK) begin
        if (!RESETn) begin  
            reg_bank[10'h000]    <= 8'h00; 
            reg_bank[10'h001]     <= 4'h0; 
            reg_bank[10'h006]      <= 9'b010010000;
            reg_bank[10'h008]    <= 8'h00;
            reg_bank[10'h009]    <= 16'h0000;
            reg_bank[10'h00A]    <= 6'b000000;
            reg_bank[10'h00B]   <= 8'h00;
            reg_bank[10'h00C]      <= 16'h0300;
            reg_bank[10'h00D]    <= 6'b010010;
            reg_bank[10'h00E]    <= 11'h000;
            reg_bank[10'h00F]     <= 11'h000;
            reg_bank[10'h012]   <= 3'b000;
            keyclick_ack  <= 1'b0;
            key_read      <= 1'b0;
        end else begin
           reg_bank[10'h006][4] <= !keyboard_data_ready;
           if (OE && addr == 10'h000) begin
               key_read <= 1'b1;
           end
           if (!OE) begin
               if (key_read == 1'b1) begin
                   keyclick_ack <= 1'b1;
                   key_read <= 1'b0;
               end
               if (keyclick_ack == 1'b1) begin
                   keyclick_ack <= 1'b0;
               end
           end
           if (out_strobe) out_strobe <= 1'b0;
           if (WE) begin
              case (waddr) 
                  10'h000 : begin 
                              outgoing_byte  <= WRITE_DATA;
                              out_strobe     <= 1'b1;
                            end
                  10'h001 : reg_bank[10'h001]    <= 4'h0;
                  10'h008 : reg_bank[10'h008]   <= WRITE_DATA;
                  10'h009 : reg_bank[10'h009]   <= WRITE_DATA;
                  10'h00A : reg_bank[10'h00A]   <= WRITE_DATA;
                  10'h00B : reg_bank[10'h00B]  <= WRITE_DATA;
                  10'h00C : reg_bank[10'h00C]     <= WRITE_DATA;
                  10'h00D : reg_bank[10'h00D]   <= WRITE_DATA;
                  10'h00E : reg_bank[10'h00E]   <= WRITE_DATA;
                  10'h011 : reg_bank[10'h00F]    <= reg_bank[10'h00F] & (~WRITE_DATA);
                  10'h012 : reg_bank[10'h012]  <= WRITE_DATA;
              endcase
           end 
        end
    end
endmodule
==> metrics.cfg <==
[drt]
vias = 7232
post-route-drc-count = 0
drt-total-wl_um = 26500
diodes = 0
viasPerCell = 5.12
final_antenna_net_count = 0
firstDrtPassIters = 5
dr.first_iter.drc_count = 430
wl_per_cell_um = 18.7

[floorplanning]
die_w_um = 181
die_h_um = 181
rows = 65
io_pins = 119
fp_util_pct = 30.5
coreArea_mm2 = 0.0316
die-area_mm2 = 0.0329

[timing]
hold_viol = 0
slew_viol_final = 0
setup-violations-final = 0
post-route-period-util_pct = 92.0
worst_pin_slew_ps = 902
relSlewSlack_pct = 39.7
rsz0062_at_grt = false
max_freq_mhz = 217
finalCriticalPeriod_ps = 4600
clock_skew_ps = 14.6
tns_ps = 0

[worst_setup_path]
reg2reg_to = char_in_buffer.fifo_mem[0][3]
path_max_fanout = 9
worstPathCellList = clkdlybuf4s50_1, nor2b_1, a22oi_1, o22ai_1, a311oi_1, nand3_1, clkdlybuf4s50_1
r2r_slack_ps = 2550
ff2ff_path_depth = 6
timing.rr.start = char_in_buffer.input_pointer[2]
cp_data_required_time_ps = 4000
path_class = in2out
critical_path.max_stage_delay_ps = 780
cpMostUsedCell = clkdlybuf4s50_1
cp-start-kind = input port
critPathArrivalTime_ps = 3600
endpoint_kind = primary output
cp_slowest_cell = nor2b_1

[worst_hold_path]
min_path_type = reg2reg
whs_path_depth = 2
min_to = reg_bank[15][13]
hp-start = reg_bank[15][13]

[run]
maxCapViolCount = 0
tool_warnings = 54

[synthesis]
edf_count = 73
synth_area_mm2 = 0.00965
yosysTopAreaCellShare_pct = 32.4
topCellsByArea = dfxtp_1 (32%), edfxtp_1 (23%), nand3_1 (6.1%)
syn_area_per_cell_um2 = 10.5
ys_seq_share_pct = 55.1
ys_chip_area_mm2 = 0.00965
async_flop_share_pct = 0
synth_cells = 916
synth_cell_type_count = 63
ys_cells = 916
dominantRegCellSynth = dfxtp_1
synth_warnings = 16200
top_area_cell = dfxtp_1
ys.flops = 229

[cts]
cts_buffers = 25
postCtsSetupBuffers = 0
clock_latency_ps = 510
cts_hold_buf = 0
cts.htree.levels = 1
cts.clk_slew.worst_paths_ps = 60
cts_resized = 0
tritoncts = yes
ctsLongestPathBuffers = 3
clock-sinks = 229
clockRootBuffer = clkbuf_16

[global_route]
grt_pass1_vias = 7107
grt_pass1_wl_um = 41000
grt_use_total_pct = 16.8
grt_max_degree = 49
antenna_found_initial = 0
grt_overflow = 0

[final_layout]
stdcell_area_mm2 = 0.0117
layout-drive-gt1-share_pct = 14.6
synthToLayoutAreaGrowth_pct = 21.0
logic_area_mm2 = 0.00395
fillers = 3048
flop_area_mm2 = 0.00532

[status]
status = complete, no violations

[power]
power.density_mw_per_mm2 = 347
peakVddDrop_mv = 0.214
p_leak_nw = 4.16

[placement]
io_buffers = 73
place.gp.congestion = 0.859
dp_hpwl_um = 17100
place_area_mm2 = 0.0108

-- worst max-delay path: cells and delay by family --
family | cells | cell delay (ps)
buffers and inverters | 2 | 1200
AND/OR/NAND/NOR | 2 | 950
AND-OR/OR-AND | 3 | 440
-- metal layers --
| metal | up-vias | wire (um) | global-route usage [%] |
|---|---|---|---|
| met1 | 3441 | 11700 | 24.3 |
| met2 | 265 | 12200 | 26.2 |
| li1 | 3484 | - | - |
| met5 | - | 0 | 0 |
| met4 | 0 | 535 | 3.59 |
| met3 | 42 | 2030 | 4.66 |
-- cell usage after synthesis (2+ instances only) --
cell and instances:
o21ai_0 79, clkbuf_1 29, and4_1 3, nor4_1 2, mux2_2 26, ha_1 7
inv_1 4, nor2_1 34, a211oi_1 2, a22o_1 4, nand2_1 107, a32o_1 3
o22a_1 2, nor3_1 2, nor3_2 2, o2bb2ai_1 2, nand4_1 6, a311oi_1 2
a32oi_1 8, buf_4 23, and3_1 12, buf_1 11, xnor2_1 2, nor2b_1 9
nor2_2 2, nand2b_1 2, a22oi_1 23, nor4_4 3, edfxtp_1 73, a31oi_1 2
and3_2 3, dfxtp_1 156, mux4_2 17, nand3_1 117, a221oi_1 4, a222oi_1 2
or4_4 2, a21oi_1 53, xor2_1 5, mux2i_1 24, buf_6 2, and2_1 4
buf_2 18, o22ai_1 4
-- layout by cell type, fill, tap and decap left out, types with 9 or more instances in the layout --
cell type and n:
clkdlybuf4s50_1 71, nand2_1 107, buf_4 41, a21oi_1 53
mux2_2 26, conb_1 20, o21ai_0 79, a22oi_1 23
clkbuf_16 27, and3_1 12, mux2i_1 24, nor2b_1 9
mux4_2 17, edfxtp_1 73, nor2_1 34, nand3_1 117
dfxtp_1 156
-- kinds of logic (layout without fill, tap and decap cells) --
family,Yosys count,in the layout,synth area share (%)
simple gates,320,320,16.8
flops,229,229,55.1
compound gates,197,197,12.4
buf+inv,88,163,4.71
mux,67,67,9.49
fa+ha+maj,7,7,0.908
xor+xnor,7,7,0.635
other cells,1,20,0.0389
-- registers in the layout, summed over array words and instances (netlist names), named ones only --
register	count
out_strobe	1
char_in_buffer.fifo_mem	64
char_in_buffer.output_pointer	3
outgoing_byte	8
reg_bank	144
keyclick_ack	1
key_read	1
uartRXFE	1
char_in_buffer.input_pointer	3
-- power by group --
part           internal [mW]  switching [mW]
registers               1.94          0.0106
clock network           1.15           0.741
logic                 0.0849           0.129
total                   3.17           0.880
-- worst max-delay path by stage --
stage                 slack (ps)            to            start
final                        400  READ_DATA[0]  READ_ADDRESS[4]
after global routing         290  READ_DATA[0]  READ_ADDRESS[4]
after CTS                    430  READ_DATA[8]  READ_ADDRESS[2]
-- metrics by stage --
stage          setup slack, ps  hold WS, ps  util (%)  instances  total power, mW
3_3_place_gp               420          417      34.2       1367             2.20
5_1_grt                    294          450      36.9       1412             4.18
4_1_cts                    431          433      36.9       1412             4.09
6_report                   398          433      36.9       1412             4.05
3_5_place_dp               448          422      34.2       1367             2.20
2_1_floorplan             1740          409         -        935             2.10
-- final cells by class --
class	count	area share [%]
clock buffers	38	6.83
inverters	5	0.161
repair buffers	113	8.76
flip-flops and latches	229	45.5
well taps	402	4.31
multi-input cells	618	33.8
clock inverters	7	0.589
Power is estimated from default activity; no workload was simulated.
